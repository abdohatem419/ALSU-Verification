==> design.v <==
module ALSU_GM(clk,rst,A,B,Cin,serial_in,red_op_A,red_op_B,opcode,bypass_A,bypass_B,direction,leds,out);
input clk,rst,serial_in,red_op_A,red_op_B,bypass_A,bypass_B,direction;
input signed Cin;
input signed [2:0]A,B;
input [2:0] opcode;
output reg [15:0]leds;
output  reg signed [5:0]out;
reg Cin_reg,serial_in_reg,red_op_A_reg,red_op_B_reg,bypass_A_reg,bypass_B_reg,direction_reg;
reg [2:0]A_reg,B_reg,opcode_reg;
parameter INPUT_PRIORITY ="A" ;
parameter FULL_ADDER="ON";
always@(posedge clk or posedge rst)begin
    if(rst)begin
        serial_in_reg<=0;
        red_op_A_reg <=0;
        red_op_B_reg <=0;
        bypass_A_reg <=0;
        bypass_B_reg <=0;
        direction_reg<=0;
        A_reg        <=0;
        B_reg        <=0;   
        opcode_reg   <=0;
        Cin_reg      <=0;
    end
    else begin
        serial_in_reg<=serial_in;
        red_op_A_reg <=red_op_A;
        red_op_B_reg <=red_op_B;
        bypass_A_reg <=bypass_A;
        bypass_B_reg <=bypass_B;
        direction_reg<=direction;
        A_reg        <=A;
        B_reg        <=B;   
        opcode_reg   <=opcode;
        Cin_reg      <=Cin;
    end
end
always@(posedge clk or posedge rst)begin
    if(rst)begin
        leds         <=0;
        out          <=0;
    end
    else begin
        if((opcode_reg==3'b110||opcode_reg==3'b111)||((red_op_A_reg==1||red_op_B_reg==1)&&(opcode_reg!=3'b000&&opcode_reg!=3'b001)))begin
            leds<=leds^16'hFFFF;
            out<=0;
        end
        else if(bypass_A_reg||bypass_B_reg) begin
            if(bypass_A_reg&&bypass_B_reg)begin
                if(INPUT_PRIORITY == "A" )begin
                    out<=A_reg;
                end
                else if(INPUT_PRIORITY == "B")begin
                    out<=B_reg;
                end
            end
            else if(bypass_A_reg)begin
                out<=A_reg;
            end
            else if(bypass_B_reg)begin
                out<=B_reg;
            end
    end
    else begin
        case (opcode_reg)
            3'b000:begin
                if(red_op_A_reg||red_op_B_reg)begin
                    if(red_op_A_reg&&red_op_B_reg)begin
                        if(INPUT_PRIORITY=="A")out<=|A_reg;
                        else if(INPUT_PRIORITY=="B")out<=|B_reg;
                    end
                     else if(red_op_A)out<=|A_reg;
                     else if(red_op_B)out<=|B_reg;
                end
                else begin
                    out<=A_reg|B_reg;
                end
            end
            3'b001:begin
                if(red_op_A_reg||red_op_B_reg)begin
                    if(red_op_A_reg&&red_op_B_reg)begin
                        if(INPUT_PRIORITY=="A")out<=^A_reg;
                        else if(INPUT_PRIORITY=="B")out<=^B_reg;
                    end
                     else if(red_op_A)out<=^A_reg;
                     else if(red_op_B)out<=^B_reg;
                end
                else begin
                    out<=A_reg^B_reg;
                end
            end
            3'b010:begin
                     if(FULL_ADDER=="ON")begin
                        out<=A_reg+B_reg+Cin_reg;
                     end
                     else if(FULL_ADDER=="OFF")begin
                        out<=A_reg+B_reg;
                     end   
            end
            3'b011:begin
                out<=A_reg*B_reg;
            end
            3'b100:begin
                     if(direction_reg)begin
                        out<={out[4:0],serial_in_reg};
                     end
                     else begin
                        out<={serial_in_reg,out[5:1]};
                     end
            end
            3'b101:begin
                     if(direction_reg)begin
                        out<={out[4:0],out[5]};
                     end
                     else begin
                        out<={out[0],out[5:1]};
                     end
            end 
        endcase
    end
end
end
endmodule
==> run.sh <==
#!/bin/bash
# OpenROAD 26Q1-2900-gdf79404cd8, Yosys 0.63+post, stock flow scripts
make -C /OpenROAD-flow-scripts/flow DESIGN_CONFIG=/design/flow/config.mk WORK_HOME=/design/flow/orfs finish
==> config.mk <==
export PLATFORM = sky130hd
export DESIGN_NAME = ALSU_GM
export DESIGN_NICKNAME = ALSU_GM
export VERILOG_FILES = /design/flow/design.v
export SDC_FILE = /design/flow/constraint.sdc
export NUM_CORES = 4
export LEC_CHECK = 1
export CORE_UTILIZATION = 40
==> constraint.sdc <==
current_design ALSU_GM

set clk_period 3.0
set clk_io_pct 0.2

create_clock -name clk0 -period $clk_period [get_ports {clk}]

set non_clock_inputs [all_inputs -no_clocks]
set_input_delay [expr $clk_period * $clk_io_pct] -clock clk0 $non_clock_inputs
set_output_delay [expr $clk_period * $clk_io_pct] -clock clk0 [all_outputs]
==> results_dict.tcl <==
# collected from the flow reports
set metrics [dict create \
    n_antenna_cell 0 \
    comb_area_um2 1000 \
    cts_setup_buffers 0 \
    finalMaxSlewViolations 0 \
    drtIter0Drc 85 \
    top_cells_by_count "dfrtp_1, xor2_1, ha_1, nor2_1, a21oi_1" \
    critPathMaxStageDelay_ps 430 \
    ys_async_sr_fraction 1.00 \
    clk_pin_slew_ps 70 \
    regArea_um2 951 \
    reg2reg_slack_ps 630 \
    initCoreUtil 0.420 \
    timing.critical_path.from "A_reg[1]$_DFF_PP0_" \
    hold_depth 1 \
    clock_sinks 38 \
    ff_type "dfrtp_1" \
    largest_register "leds" \
    dp.final_hpwl_um 2900 \
    coreArea_um2 4790 \
    edf_count 0 \
    drt_first_pass_iters 4 \
    tritoncts "built" \
    gp_congestion 0.841 \
    tool_warnings 29 \
    die_area_um2 5320 \
    layout_min_cycle_time_ps 2370 \
    hold_class "reg2reg" \
    worstReg2RegEnd "out[3]$_DFFE_PP0P_" \
    fin_crit_sh 0.789 \
    startpoint_type "register" \
    vdd.ir_drop.worst_mv 0.377 \
    antenna_found_initial 0 \
    die_h_um 72.9 \
    ys.warnings.count 1 \
    rr_worst_depth 9 \
    grt_pass1_wl_um 6710 \
    synth.avg_cell_area_um2 11.2 \
    cts_buffers 5 \
    status "finished, final reports clean" \
    top_cell "dfrtp_1" \
    worstPathMaxFanout 4 \
    cpMaxStageDelayCell "fa_1" \
    leakage_uw 0.00115 \
    path_common_cell "ha_1" \
    fp-row-count 25 \
    num-fill-cells 409 \
    drive_above_1_share 0.0588 \
    hold_viol 0 \
    top_area_cell "dfrtp_1" \
    power.density_nw_per_um2 646 \
    rsz0062_at_grt "no" \
    grt_pass1_vias 1425 \
    ys_cells 180 \
    top_cells_by_area "dfrtp_1, ha_1, xor2_1" \
    port_buffers 39 \
    syn_to_final_growth_pct 29.7 \
    crit_chain "ha_1, xnor2_1, ha_1, ha_1, fa_1, nand2_1, o21ai_0, o2bb2ai_1, a22o_1" \
    wire_per_inst_um 13.9 \
    io_pins 40 \
    finalSetupViolCount 0 \
    cts-root-buf "clkbuf_8" \
    avgViaCountPerCell 5.00 \
    clockBufferDepth 2 \
    top_area_frac 0.473 \
    synth_cell_type_count 41 \
    post-route-cell-area_um2 2610 \
    ctsHoldBuffers 0 \
    track_usage 0.167 \
    cp.required_ps 3180 \
    wl_met3_um 211 \
    worst_pin_slew_ps 575 \
    end_kind "register" \
    grt_overflow_total 0 \
    dr.max_layer_used "met4" \
    insertion_delay_ps 280 \
    ys_seq_elements 38 \
    wl_met1_um 1910 \
    critPathCapture "out[3]$_DFFE_PP0P_" \
    postPlaceCellArea_um2 2470 \
    power.total_uw 1690 \
    netlist_instances 180 \
    cts_resized 0 \
    synth_area_um2 2010 \
    route.vias.total 1441 \
    wl_um 3990 \
    critPathKind "reg2reg" \
    maxCapViolations 0 \
    die_w_um 72.9 \
    ant_nets 0 \
    finalClockSkew_ps 6.23 \
    htreeDepth 2 \
    slew_headroom 0.617 \
    ys_area_um2 2010 \
    top_regs "leds x16, out x6" \
    dr_wl_met2_um 1840 \
    worstPathArrival_ps 2550 \
    ys_seq_share 0.473 \
    fmax_mhz 422 \
    largest_register_ffs 16 \
    grt_max_degree 39 \
    drc 0 \
    fin_setup_tns_ps 0 \
    r2r_start "A_reg[1]$_DFF_PP0_" \
]
-- cells in the final DEF (no fill, tap or decap), types with 2 or more instances in the layout --
cell type / instances
a211o_1: 2
a21o_1: 2
a21oi_1: 9
a22o_1: 3
a311o_1: 2
a31oi_1: 2
bufinv_16: 2
clkbuf_8: 6
clkdlybuf4s50_1: 39
dfrtp_1: 38
fa_1: 3
ha_1: 15
inv_1: 8
mux2i_1: 7
nand2_1: 8
nand2b_1: 3
nand3_1: 3
nor2_1: 11
nor2b_1: 3
nor3b_1: 3
o21ai_0: 8
o22ai_1: 4
xnor2_1: 3
xor2_1: 19
-- cell type report --
cell class                 instances  share of cell area
inverter                           8              0.0115
tap                               67              0.0321
clock inverter                     2              0.0230
clock buffer                       6              0.0317
timing repair buffer              40               0.153
sequential                        38               0.365
multi-input combinational        127               0.385
-- per-stage QoR --
step	worst slack, ps	hold WS [ps]	std cells	util
after floorplan	783	420	180	-
after global placement	678	454	280	0.515
after detailed placement	617	456	280	0.515
after CTS	617	470	288	0.545
after global routing	462	479	288	0.545
final	632	463	288	0.545
-- worst max-delay path: cells and delay by family, from the launching register on --
family | cells | cell delay, ps
AOI/OAI and AO/OA | 3 | 490
xor gates and xnor gates | 1 | 160
DFF | 1 | 410
and+or+nand+nor | 1 | 60
adders and majority gates | 4 | 1150
-- power breakdown --
part           switching, uW  total, uW  internal, uW  leakage, uW
clock network            173        528           355    0.0000714
registers                104        744           640     0.000454
logic                    115        414           299     0.000625
-- kinds of logic (layout without fill, tap and decap cells) --
kind of cell	Yosys count	count (layout)	synth area share
AND-OR/OR-AND	41	41	0.142
AND/OR/NAND/NOR	38	38	0.0976
multiplexers	8	8	0.0404
buffers and inverters	15	56	0.0286
XOR/XNOR	22	22	0.0958
flip-flops	38	38	0.473
adder cells (fa/ha/maj)	18	18	0.123
-- layer usage --
metal / track usage / vias up
met2: 0.251 / 45
met4: 0.0174 / 0
met5: 0 / -
li1: - / 706
met1: 0.269 / 686
met3: 0.0336 / 4
-- worst min-delay path by stage --
stage	from	end	slack, ps
after CTS	leds[14]$_DFFE_PP0N_	leds[14]$_DFFE_PP0N_	470
after global routing	leds[14]$_DFFE_PP0N_	leds[14]$_DFFE_PP0N_	480
final	leds[13]$_DFFE_PP0N_	leds[13]$_DFFE_PP0N_	460
No activity file was given, so power comes from the tool's default toggle rates.
