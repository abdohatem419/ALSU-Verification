$ cat flow/config.mk
export PLATFORM = sky130hd
export DESIGN_NAME = ALSU
export DESIGN_NICKNAME = ALSU
export VERILOG_FILES = /design/flow/design.v
export SDC_FILE = /design/flow/constraint.sdc
export NUM_CORES = 4
export LEC_CHECK = 1
export CORE_UTILIZATION = 50
$ cat flow/constraint.sdc
current_design ALSU

set clk_period 3.8
set clk_io_pct 0.2

create_clock -name clk0 -period $clk_period [get_ports {clk}]

set non_clock_inputs [all_inputs -no_clocks]
set_input_delay [expr $clk_period * $clk_io_pct] -clock clk0 $non_clock_inputs
set_output_delay [expr $clk_period * $clk_io_pct] -clock clk0 [all_outputs]
$ cat flow/design.v
module ALSU(A, B, cin, serial_in, red_op_A, red_op_B, opcode, bypass_A, bypass_B, clk, rst, direction, leds, out);
parameter INPUT_PRIORITY = "A";
parameter FULL_ADDER = "ON";
input clk, rst, red_op_A, red_op_B, bypass_A, bypass_B, direction, serial_in;
input signed cin;
input [2:0] opcode;
input signed [2:0] A, B;
output reg [15:0] leds;
output reg signed [5:0] out;
reg cin_reg, red_op_A_reg, red_op_B_reg, bypass_A_reg, bypass_B_reg, direction_reg, serial_in_reg;
reg [2:0] opcode_reg, A_reg, B_reg;
wire invalid_red_op, invalid_opcode, invalid;
assign invalid_red_op = (red_op_A_reg | red_op_B_reg) & (opcode_reg[1] | opcode_reg[2]);
assign invalid_opcode = opcode_reg[1] & opcode_reg[2];
assign invalid = invalid_red_op | invalid_opcode;
always @(posedge clk or posedge rst) begin
  if(rst) begin
     cin_reg <= 0;
     red_op_B_reg <= 0;
     red_op_A_reg <= 0;
     bypass_B_reg <= 0;
     bypass_A_reg <= 0;
     direction_reg <= 0;
     serial_in_reg <= 0;
     opcode_reg <= 0;
     A_reg <= 0;
     B_reg <= 0;
  end else begin
     cin_reg <= cin;
     red_op_B_reg <= red_op_B;
     red_op_A_reg <= red_op_A;
     bypass_B_reg <= bypass_B;
     bypass_A_reg <= bypass_A;
     direction_reg <= direction;
     serial_in_reg <= serial_in;
     opcode_reg <= opcode;
     A_reg <= A;
     B_reg <= B;
  end
end
always @(posedge clk or posedge rst) begin
  if(rst) begin
     leds <= 0;
  end else begin
      if (invalid)
        leds <= ~leds;
      else
        leds <= 0;
  end
end
always @(posedge clk or posedge rst) begin
  if(rst) begin
    out <= 0;
  end
  else begin
    if (invalid) 
        out <= 0;
    else if (bypass_A_reg && bypass_B_reg)
      out <= (INPUT_PRIORITY == "A")? A_reg: B_reg;
    else if (bypass_A_reg)
      out <= A_reg;
    else if (bypass_B_reg)
      out <= B_reg;
    else begin
        case (opcode_reg)
          3'h0: begin                                    
            if (red_op_A_reg && red_op_B_reg)
              out = (INPUT_PRIORITY == "A")? |A_reg: |B_reg;
            else if (red_op_A_reg) 
              out <= |A_reg;
            else if (red_op_B_reg)
              out <= |B_reg;
            else 
              out <= A_reg | B_reg;
          end
          3'h1: begin
            if (red_op_A_reg && red_op_B_reg)            
              out <= (INPUT_PRIORITY == "A")? ^A_reg: ^B_reg;
            else if (red_op_A_reg) 
              out <= ^A_reg;
            else if (red_op_B_reg)
              out <= ^B_reg;
            else 
              out <= A_reg ^ B_reg;
          end
          3'h2: out <= A_reg + B_reg +cin_reg;           
          3'h3: out <= A_reg * B_reg;
          3'h4: begin
            if (direction_reg)
              out <= {out[4:0], serial_in_reg};
            else
              out <= {serial_in_reg, out[5:1]};
          end
          3'h5: begin
            if (direction_reg)
              out <= {out[4:0], out[5]};
            else
              out <= {out[0], out[5:1]};
          end
        endcase
    end 
  end
end
endmodule
$ cat flow/run.sh
#!/bin/bash
# OpenROAD 26Q1-2900-gdf79404cd8, Yosys 0.63+post, stock flow scripts
make -C /OpenROAD-flow-scripts/flow DESIGN_CONFIG=/design/flow/config.mk WORK_HOME=/design/flow/orfs finish
==> CHANGELOG.md <==
### Metrics

- Max-cap viol count: 0
- Netlist Area Pre-Place: roughly 1900 um2
- Clock slew at reported path FFs: about 0.080 ns
- OpenROAD warnings: 30
- Cts repair resizes: 0
- Leak pwr: ~1.1 nW
- Crit Path Class: reg -> reg
- Status: complete, no violations
- Area Growth Syn to Fin: 26.35%
- Pwr Density: ~380 nW/um2
- Placeable Area: approximately 3500 um2
- Setup TNS Final: 0 ns
- Hold-fix buffers, CTS: 0
- Max FFs per register: 16
- Final core occ: 69.01%
- Htree depth: 2
- Vias in the first global route: 1342
- Total GRT Usage: between 10% and 20%
- Setup fix buffers added after clock tree synthesis: 0
- Fp_density: 54.62%
- R2R Path End: out[3]
- Final min period: roughly 2.3 ns
- Worst Max-Slew Pin Slew: 0.8222 ns
- Final Non-Filler Cells: about 260
- WHS Path Cells: 1
- Gpl congestion: around 0.88
- Starting DRT DRC Count: roughly 44
- Layout cells sized above 1: under 10%
- CTS Buf Count: 5
- Setup slack, reg-to-reg: between 1.5 and 2 ns
- Detailed Route WL: around 3500 um
- Initial antenna violation count: 0
- TritonCTS clock tree: built
- Post-DP HPWL: approximately 2700 um
- Worst R2R Path Depth: 8
- Longest Clk Path Bufs: 2
- Die Area: 4039 um2
- Hold Slack: ~0.42 ns
- Design area: around 2400 um2
- Crit path DAT: between 2 and 2.5 ns
- First-pass GRT wire length: between 6000 and 7000 um
- Synthesis-stage register bit count: 38
- Die Y: between 60 and 70 um
- CP endpoint: out[3]
- Post-synth EDFFs: 0
- Cell Rows: 21
- Vias after detailed routing: between 1k and 1.5k
- Final Skew: around 0.0094 ns
- CTS root buf: clkbuf_8
- First-pass iteration count of the detailed router: 4
- CP Capture Type: register
- Ys cells: approximately 170
- Port buffer count: 39
- YS chip area: 1894 um2
- DIE WIDTH: between 60 and 70 um
- IO Pins: 40
- RSZ-0062 raised after global routing: false
- Average wire per standard cell: approximately 14 um
- Vias/cell: ~5.2
- Largest register by flop count: leds
- Avg Cell Area, Syn: roughly 11 um2
- Peak VDD IR: about 0.00031 V
- Hold Crit Class: reg -> reg
- Final Hold Viols: 0
- Max Clock Freq: roughly 440 MHz
- Register area: 950.9 um2
- Residual antenna-violating net count after detailed routing: 0
- Max FO, Critical Path: 4
- Cycle use final: around three fifths
- Clk sinks: 38
- Placed Cells: approximately 250
- DRC: 0
- Critical Path Start Type: register
- Final slew viol count: 0
- Library cells used by synthesis: ~44
- Top flop regs: leds (16), out (6)
- Worst slew margin: between 40 and 50%
- Gate Area: 862.1 um2
- Total congestion overflow: 0
- # fillers: roughly 270
- Post-Syn Instances: 170
- Largest net degree at the start of global routing: 30
- Post-synth top flop: dfrtp_1
- Clk latency late pin: slightly below 0.3 ns
- # diodes: 0
- Area after DPL: approximately 2300 um2
- Final setup viols: 0
- Critical path required time: around 4 ns
- Setup crit start: A_reg[1]
- Yosys warning count: 1
- RR Startpoint: A_reg[1]
- Post-synthesis sequential area ratio: ~50%
- Post-synth ARST share: around 100%
-- how the worst min path moves through the flow --
stage,from,end,slack [ns]
6_report,leds[7],leds[7],0.42
5_1_grt,leds[1],leds[1],0.43
4_1_cts,leds[1],leds[1],0.42
-- power by group --
group	total (W)	switching [W]	leakage [nW]	internal (W)
registers	0.000469	0.0000313	0.463	0.000438
clock network	0.000279	0.000134	0.0472	0.000146
logic	0.000155	0.0000574	0.579	0.0000976
-- layout make-up --
| class | instances | area share (%) |
|---|---|---|
| Sequential cell | 38 | 39.73 |
| Multi-Input combinational cell | 117 | 36.02 |
| Timing Repair Buffer | 40 | 16.62 |
| Clock buffer | 6 | 3.450 |
| Tap cell | 46 | 2.405 |
| Inverter | 8 | 1.255 |
| Clock inverter | 2 | 0.5227 |
-- cell usage after synthesis, drive strengths merged, types with 2 or more instances --
cell | n | area (um2)
mux2i | 5 | 50.05
a21o | 3 | 22.52
nand3 | 2 | 10.01
a211oi | 3 | 27.52
nand2 | 7 | 26.28
o211a | 2 | 20.02
nand2b | 2 | 12.51
nor3b | 3 | 22.52
ha | 15 | 187.7
o21ai | 3 | 15.01
inv | 8 | 30.03
nor2 | 30 | 112.6
nor2b | 4 | 25.02
xnor2 | 4 | 35.03
dfrtp | 38 | 950.9
buf | 6 | 46.28
o32a | 2 | 20.02
a31oi | 2 | 12.51
a21oi | 9 | 45.04
fa | 3 | 60.06
-- kinds of logic (layout without fill, tap and decap cells) --
| kind of cell | Yosys count | count (layout) | share of synthesized area, % |
|---|---|---|---|
| buf+inv | 15 | 56 | 4.292 |
| xor+xnor | 4 | 4 | 1.849 |
| compound gates | 34 | 34 | 13.34 |
| fa+ha+maj | 18 | 18 | 13.08 |
| simple gates | 55 | 55 | 14.00 |
| flops | 38 | 38 | 50.20 |
| mux | 6 | 6 | 3.237 |
-- critical path, stage by stage, from the launching register on --
cell,delay (ns)
dfrtp_1,0.43
ha_1,0.24
xnor2_1,0.17
ha_1,0.25
ha_1,0.23
fa_1,0.48
nor2b_1,0.04
o32a_1,0.28
nor2_1,0.08
-- per-layer routing --
| metal | GRT usage (%) | vias to the layer above | part of all wire [%] |
|---|---|---|---|
| met2 | 31.91 | 42 | 45 |
| met5 | 0 | - | 0 |
| met3 | 4.412 | 6 | 5.3 |
| met1 | 29.83 | 630 | 48 |
| li1 | - | 662 | - |
| met4 | 1.989 | 0 | 1.3 |
-- layout by cell type (no fill, tap or decap), types with 2 or more instances in the layout --
master and instances:
clkdlybuf4s50_1 39, a31oi_1 2, inv_1 8, nand2b_1 2, o211a_1 2, nor2b_1 4
nor2_1 30, a21oi_1 9, o32a_1 2, a21o_1 3, dfrtp_1 38, ha_1 15
fa_1 3, nor3b_1 3, a211oi_1 2, xnor2_1 4, nand3_1 2, clkbuf_8 6
o21ai_0 2, nand2_1 7, mux2i_1 5
-- stage by stage --
stage	worst slack (ns)	total power, W
floorplan	1.638	0.0005468
global placement	1.585	0.0006285
detailed placement	1.545	0.0006336
CTS	1.530	0.0009181
global route	1.417	0.0009595
finish	1.549	0.0009031
Power and IR drop assume default switching activity.
